==> ./design.v <==
module subtractor #(
    parameter WIDTH = 4
)
(
    input wire signed [WIDTH-1:0] i_a,
    input wire signed [WIDTH-1:0] i_b,
    output reg signed [WIDTH-1:0] o_y,
    output reg                    o_overflow,
    output reg                    o_err              
);
    always @(*) begin
        o_y = 0;
        o_y = i_a - i_b;
        o_overflow = (i_a[WIDTH-1] != i_b[WIDTH-1]) && (i_a[WIDTH-1] != o_y[WIDTH-1]);
        o_err = 1'b0;
    end
endmodule
module nand_gate #(
    parameter WIDTH = 4
)
(
    input wire signed [WIDTH-1:0] i_a,
    input wire signed [WIDTH-1:0] i_b,
    output reg signed [WIDTH-1:0] o_y,
    output reg                    o_overflow,    
    output reg                    o_err          
);
    always @(*) begin
        o_y = 0;
        o_y = ~(i_a & i_b);                  
        o_overflow = 1'b0;
        o_err = 1'b0;
    end
endmodule
module starting_ones #(
    parameter WIDTH = 4
)
(
    input wire        [WIDTH-1:0] i_a,
    input wire        [WIDTH-1:0] i_b,
    output reg signed [WIDTH-1:0] o_y,
    output reg                    o_overflow, 
    output reg                    o_err              
);
    reg [WIDTH+WIDTH-1:0] c;
    integer i;
    integer count;
    integer break;
    always @(*) begin
        o_y = 0;
        c = {i_b, i_a};
        count = 0;
        break = 0;
        for (i = WIDTH+WIDTH-1; i >= 0; i = i-1) begin
            if ((break == 0) && (c[i] == 1)) begin
                count = count + 1;
            end
            else begin
                break = 1;
            end
        end
        o_overflow = (count > (2**WIDTH-1)) ? 1'b1 : 1'b0;
        o_err = 1'b0;
        o_y = count;
    end
endmodule
module onehot2u2_decoder #(
    parameter LEN = 8,
    parameter WIDTH = 4
)
(
    input wire [LEN-1:0] i_a_oh,
    input wire [LEN-1:0] i_b_oh,
    output reg signed [WIDTH-1:0] o_y_u2,
    output reg             o_overflow,
    output reg             o_err
);
    reg s_was1;
    integer i;
    integer posit;
    reg [LEN+LEN-1:0] i_onehot;
    always @(*) begin
        o_y_u2 = 0;
        o_overflow = 1'b0;
        o_err   = 1'b0;
        s_was1  = 1'b0;
        posit     = 0;
        i_onehot = {i_b_oh, i_a_oh};
        for (i=0; i < (LEN+LEN); i = i+1)
            if (i_onehot[i] == 1'b1)
                if (s_was1)
                    o_err = 1'b1;            
                else
                begin
                    s_was1 = 1'b1;
                    posit = i;              
                end
        o_overflow = (posit > (2**WIDTH-1)) ? 1'b1 : 1'b0;
        o_y_u2 = posit[WIDTH-1:0];
    end
endmodule
module TOP #(
    parameter WIDTH = 4,
    parameter LEN = 4
)
(
    input wire signed [WIDTH-1 : 0]    i_arg0,
    input wire signed [WIDTH-1 : 0]    i_arg1,
    input wire [1:0]                   i_oper,
    input wire                         i_clk,
    input wire                         i_rstn,
    output reg [3:0]                   o_flag,
    output reg signed [WIDTH-1 : 0]    o_result
);
    wire signed [WIDTH-1:0] sub_result, nand_result, oh_result, decoder_result;
    wire sub_overflow, sub_err;
    wire nand_overflow, nand_err;
    wire oh_overflow, oh_err;
    wire decoder_overflow, decoder_err;
    reg temp_overflow, temp_err, temp_neg, temp_pos;
    reg signed [WIDTH-1:0] o_result_next;
    reg [3:0] o_flag_next;
    subtractor #(.WIDTH(WIDTH))
    u_subtractor
    (
        .i_a(i_arg0),
        .i_b(i_arg1),
        .o_y(sub_result),
        .o_overflow(sub_overflow),
        .o_err(sub_err)
    );
    nand_gate #(.WIDTH(WIDTH))
    u_nand_gate
    (
        .i_a(i_arg0),
        .i_b(i_arg1),
        .o_y(nand_result),
        .o_overflow(nand_overflow),
        .o_err(nand_err)
    );
    starting_ones #(.WIDTH(WIDTH))
    u_starting_ones
    (
        .i_a(i_arg0),
        .i_b(i_arg1),
        .o_y(oh_result),
        .o_overflow(oh_overflow),
        .o_err(oh_err)
    );
    onehot2u2_decoder #(.LEN(LEN), .WIDTH(WIDTH))
    u_decoder
    (
        .i_a_oh(i_arg0),
        .i_b_oh(i_arg1),
        .o_y_u2(decoder_result),
        .o_overflow(decoder_overflow),
        .o_err(decoder_err)
    );
    always @(*) begin
        o_result_next = 0;
        temp_overflow = 0;
        temp_err = 0;
        temp_neg = 0;
        temp_pos = 0;
        case(i_oper)
            2'b00: begin
                o_result_next = sub_result;
                temp_overflow = sub_overflow;
                temp_err = sub_err;
            end
            2'b01: begin
                o_result_next = nand_result;
                temp_overflow = nand_overflow;
                temp_err = nand_err;                
            end
            2'b10: begin
                o_result_next = oh_result;
                temp_overflow = oh_overflow;
                temp_err = oh_err;                                
            end
            2'b11: begin
                o_result_next = decoder_result;
                temp_overflow = decoder_overflow;
                temp_err = decoder_err;                                
            end
        endcase
    temp_pos = ~o_result_next[WIDTH-1] & (o_result_next != 0);
    temp_neg = o_result_next[WIDTH-1] & (o_result_next != 0);
    o_flag_next[0] = temp_err;
    o_flag_next[1] = temp_neg;
    o_flag_next[2] = temp_pos;
    o_flag_next[3] = temp_overflow;
    end
    always @(posedge i_clk or negedge i_rstn)
        if (i_rstn == 0) begin
            o_result <= 0;
            o_flag <= 0;
        end
        else begin
            o_result <= o_result_next;
            o_flag <= o_flag_next;
        end
endmodule
==> ./run.sh <==
#!/bin/bash
# OpenROAD 26Q1-2900-gdf79404cd8, Yosys 0.63+post, stock flow scripts
make -C /OpenROAD-flow-scripts/flow DESIGN_CONFIG=/design/flow/config.mk WORK_HOME=/design/flow/orfs finish
==> ./config.mk <==
export PLATFORM = sky130hd
export DESIGN_NAME = TOP
export DESIGN_NICKNAME = TOP
export VERILOG_FILES = /design/flow/design.v
export SDC_FILE = /design/flow/constraint.sdc
export NUM_CORES = 4
export LEC_CHECK = 1
export CORE_AREA = 10 10 90 90
export DIE_AREA = 0 0 100 100
==> ./constraint.sdc <==
current_design TOP

set clk_period 1.0
set clk_io_pct 0.2

create_clock -name clk0 -period $clk_period [get_ports {i_clk}]

set non_clock_inputs [all_inputs -no_clocks]
set_input_delay [expr $clk_period * $clk_io_pct] -clock clk0 $non_clock_inputs
set_output_delay [expr $clk_period * $clk_io_pct] -clock clk0 [all_outputs]
==> flow_metrics.tcl <==
# metrics dict for downstream scripts
set metrics [dict create \
    outcome "finished with violations" \
    violations "setup timing" \
    final.setup.worst_slack_ps -2750 \
    gp_congestion 0.862 \
    top_cell "ha_1" \
    synth_area_um2 1130 \
    grt_pass1_wl_um 5980 \
    setup_viol 8 \
    leakage_nw 1.02 \
    area_leaders "dfrtp_1, ha_1, a21oi_1" \
    edf_count 0 \
    hold_buffers 0 \
    chipArea_um2 10000 \
    ys_seq_share_pct 17.7 \
    path_max_fanout 3 \
    hold_violations 0 \
    cp.depth 26 \
    ys_ff 8 \
    drt-wirelength-per-cell_um 12.2 \
    netlist_top_cells_count "ha_1, nor2_1, a21oi_1, inv_1, nand2_1" \
    max_stage_delay_ps 310 \
    synthCells 142 \
    synth_warnings 5 \
    rows 29 \
    die_w_um 100 \
    io_buffers 19 \
    drt-vias-per-instance 4.25 \
    areaGrowthSynthToFinish_pct 90.8 \
    ant_nets 0 \
    hp-class "in -> async" \
    cts_tree "built" \
    rsz0062_at_grt "yes" \
    num_vias 1299 \
    numCtsBuffers 3 \
    cts_max_level 1 \
    flop_area_um2 200 \
    fin_crit_ps 3750 \
    ff_type "dfrtp_1" \
    yosysTopAreaCell "dfrtp_1" \
    ys_chip_area_um2 1130 \
    grt_usage_pct 7.03 \
    cp.required_ps 1110 \
    initialDrtViolationCount 63 \
    cp_slowest_cell "or3_1" \
    drt_pass1_iterations 4 \
    path_class "in -> reg" \
    clock_sinks 8 \
    first_global_vias 1280 \
    die.size.y_um 100 \
    peakVddDrop_uv 757 \
    fill_cells 605 \
    mi_logic_area_um2 980 \
    slew_headroom_pct 70.6 \
    io-pin-count 20 \
    worst_pin_slew_ps 439 \
    wirelength_um 3730 \
    end_kind "flip-flop" \
    path_common_cell "a21oi_2" \
    synth_top_area_share_pct 17.7 \
    cp_num_buf_inv 4 \
    final_core_util_pct 34.4 \
    core_um2 6280 \
    dpl_cell_area_um2 1750 \
    avgSynthCellArea_um2 7.97 \
    cap_violations 0 \
    layout-drive-gt1-share_pct 50.7 \
    synthArstFlopShare_pct 100 \
    drc_errors 0 \
    initial_core_util_pct 18.0 \
    dp_hpwl_um 2700 \
    clk_pin_slew_ps 40 \
    final_cell_area_um2 2160 \
    cts_max_path_buffers 2 \
    overflow 0 \
    cts_root_buf "clkbuf_8" \
    finalCritPeriodShare_pct 375 \
    cp.arrival_ps 3870 \
    grt_max_degree 14 \
    start_kind "input port" \
    cp_top_family "adder cells" \
    powerDensity_nw_per_um2 742 \
    synth_stat.cells 142 \
    slew_violations 0 \
    fmax_mhz 266 \
    yosys.cell_types.count 45 \
    warnings 31 \
    insertedDiodeCount 0 \
    antenna_found_initial 0 \
]
==> cell families (layout without fill, tap and decap cells) <==
| group | after synthesis | in the layout | synth area share [%] |
|---|---|---|---|
| xor gates and xnor gates | 8 | 8 | 9.39 |
| AOI/OAI and AO/OA | 41 | 41 | 24.4 |
| adders and majority gates | 15 | 15 | 16.8 |
| and+or+nand+nor | 46 | 46 | 21.2 |
| buffers and inverters | 20 | 107 | 6.85 |
| DFF | 8 | 8 | 17.7 |
| muxes | 4 | 4 | 3.65 |
==> cell type report <==
| class | count | area share, % |
|---|---|---|
| Timing Repair Buffer | 94 | 36.9 |
| Clock buffer | 3 | 1.91 |
| Multi-Input combinational cell | 114 | 45.3 |
| Sequential cell | 8 | 9.26 |
| Inverter | 10 | 2.08 |
| Tap cell | 77 | 4.46 |
==> through the flow <==
step           instances  hold WS [ps]  setup TNS [ps]  setup slack, ps  total power, mW
6_report             306           244          -15010            -2750             1.60
4_1_cts              295           254          -14930            -2770             1.53
3_3_place_gp         273           486          -20400            -3440             1.01
2_1_floorplan        142         -95.6          -14610            -2870            0.689
3_5_place_dp         273           497          -20690            -3480             1.01
5_1_grt              306           272          -16120            -2930             1.72
==> layer usage <==
| metal | routed length (um) | vias to the layer above | track usage [%] |
|---|---|---|---|
| met5 | 0 | - | 0 |
| met4 | 53 | 0 | 0.978 |
| met3 | 178 | 6 | 1.32 |
| met2 | 1720 | 28 | 12.1 |
| met1 | 1780 | 576 | 9.10 |
| li1 | - | 689 | - |
==> power by group <==
part           leakage, nW  internal (mW)  switching, mW
clock network       0.0216          0.260          0.114
logic                0.897          0.516          0.348
registers           0.0998          0.358        0.00722
==> path summary, 6_finish.rpt <==
path | startpoint | end | slack, ps
setup / recovery | i_arg1[3] | o_flag[2] | -2750
hold / removal | i_rstn | o_result[2] | 240
max in group asynchronous | i_rstn | o_flag[0] | 510
min in group clk0 | i_oper[1] | o_flag[0] | 380
==> flip-flops by register name (all words and copies together) (netlist names) <==
name,cells
o_flag,4
o_result,4
==> cells in the final DEF (no fill, tap or decap), drive strengths merged, types with 2 or more instances in the layout <==
| cell type | Yosys | layout |
|---|---|---|
| or4 | 3 | 3 |
| maj3 | 2 | 2 |
| a21bo | 2 | 2 |
| dfrtp | 8 | 8 |
| inv | 10 | 10 |
| a21o | 2 | 2 |
| nand2 | 10 | 10 |
| clkdlybuf4s15 | 0 | 8 |
| xnor2 | 4 | 4 |
| dlymetal6s2s | 0 | 2 |
| nor3 | 3 | 3 |
| a211oi | 2 | 2 |
| a21oi | 11 | 11 |
| o221ai | 2 | 2 |
| o21ai | 10 | 10 |
| a31oi | 3 | 3 |
| mux2i | 3 | 3 |
| and3 | 3 | 3 |
| nand2b | 2 | 2 |
| nor2 | 11 | 11 |
| ha | 12 | 12 |
| nand3 | 4 | 4 |
| or3 | 2 | 2 |
| xor2 | 2 | 2 |
| nand3b | 3 | 3 |
| clkbuf | 8 | 5 |
| nand4 | 2 | 2 |
| a21boi | 2 | 2 |
| buf | 2 | 80 |
==> repair_timing <==
| action | CTS | global route |
|---|---|---|
| gates cloned | 0 | 0 |
| setup endpoints to repair | 16 | 8 |
| setup buffers | 20 | 13 |
| gates resized | 54 | 30 |
| pin swaps | 24 | 23 |
Power figures rest on the tool's default switching activity, not on a simulated workload.
